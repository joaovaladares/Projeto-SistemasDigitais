==> ./design.v <==
module controle(clock, count, Tx, Ty, Tz, Tula);
input wire clock;
input wire [3:0] count;
output reg [2:0] Tula;
output reg [2:0] Tx;
output reg [2:0] Ty;
output reg [2:0] Tz;
parameter HOLD = 3'b000;
parameter LOAD = 3'b001;
parameter SHIFTR = 3'b010;
parameter SHIFTL = 3'b011;
parameter RESET = 3'b100;
parameter ADD = 3'b000;
parameter SUB = 3'b001;
parameter MAIOR  = 3'b010;
parameter MENOR = 3'b011;
parameter IGUAL = 3'b100;
parameter XOR = 3'b101;
parameter AND = 3'b110;
always @(posedge clock) begin
	case(count)
		4'b0000 : begin
			Ty <= RESET;
			Tx <= LOAD;
			Tz <= RESET;
			Tula <= ADD;
			end
		4'b0001 : begin
			Ty <= LOAD;
			Tx <= LOAD;
			Tz <= HOLD;
			Tula <= ADD;
			end
		4'b0010 : begin
			Ty <= LOAD;
			Tx <= RESET;
			Tz <= RESET;
			Tula <= ADD;
			end
		4'b0011 : begin
			Tx <= RESET;
			Ty <= SHIFTR;
			Tz <= RESET;
			Tula <= ADD;
			end
		4'b0100 : begin
			Tx <= RESET;
			Ty <= RESET;
			Tz <= LOAD;
			Tula <= ADD;
			end
		4'b0101 : begin
			Tx <= HOLD;
			Ty <= HOLD;
			Tz <= HOLD;
			Tula <= ADD;
			end	
	endcase
end
endmodule
==> ./run.sh <==
#!/bin/bash
# OpenROAD 26Q1-2900-gdf79404cd8, Yosys 0.63+post, stock flow scripts
make -C /OpenROAD-flow-scripts/flow DESIGN_CONFIG=/design/flow/config.mk WORK_HOME=/design/flow/orfs finish
==> ./config.mk <==
export PLATFORM = sky130hd
export DESIGN_NAME = controle
export DESIGN_NICKNAME = controle
export VERILOG_FILES = /design/flow/design.v
export SDC_FILE = /design/flow/constraint.sdc
export NUM_CORES = 4
export LEC_CHECK = 1
export CORE_AREA = 10 10 70 70
export DIE_AREA = 0 0 80 80
==> ./constraint.sdc <==
current_design controle

set clk_period 1.7
set clk_io_pct 0.2

create_clock -name clk0 -period $clk_period [get_ports {clock}]

set non_clock_inputs [all_inputs -no_clocks]
set_input_delay [expr $clk_period * $clk_io_pct] -clock clk0 $non_clock_inputs
set_output_delay [expr $clk_period * $clk_io_pct] -clock clk0 [all_outputs]
==> results.toml <==
# synthesis and place-and-route metrics
[synth]
most_common_cell = "sky130_fd_sc_hd__edfxtp_1"
synth_top_area_share_pct = 54.37
post_synth_arst_share_pct = 0
ys_cells = 30
post_synth_num_cell_types = 14
common_cells = "sky130_fd_sc_hd__edfxtp_1 (7), sky130_fd_sc_hd__buf_4 (6), sky130_fd_sc_hd__a21oi_1 (4), sky130_fd_sc_hd__buf_6 (2), sky130_fd_sc_hd__nand2b_1 (2)"
ys_seq_share_pct = 54.37
syn_area_um2 = 386.6
netlist_top_cells_area = "sky130_fd_sc_hd__edfxtp_1 (54%), sky130_fd_sc_hd__buf_4 (12%), sky130_fd_sc_hd__nor4b_4 (6.1%)"
yosysWarningCount = 1
ys_chip_area_um2 = 386.6
synth_top_flop_cell = "sky130_fd_sc_hd__edfxtp_1"
post_synthesis_area_per_instance_um2 = 12.89
synth-edff-count = 7
synth-seq-cells = 7
synth.largest_area_cell = "sky130_fd_sc_hd__edfxtp_1"
synthesis.instances = 30

[setup_path]
path_delay_family = "buffers and inverters"
endpoint = "Ty[1]"
startpoint_type = "register"
startpoint = "Ty[1]$_DFFE_PP_"
path_max_fanout = 1
req_time_crit_path_ns = 1.36
critical_path.cell_chain = "clkdlybuf4s50_1"
worstPathBufferInverterCount = 1
critical_path_cell_count = 1
critPathSlowestCell = "sky130_fd_sc_hd__clkdlybuf4s50_1"
cp.arrival_ns = 1.03
timing.critical_path.slowest_cell_delay_ns = 0.47
setup.worst_path.class = "register to primary output"
end_kind = "primary output"

[detailed_routing]
route.detailed.vias_per_inst = 2.655
total_wirelength_um = 733
routed-via-count = 231
wl_met2_um = 349
detail-route-antenna-nets = 0
met1Wirelength_um = 283
drt_pre_antenna_iters = 5
detail_route.drc_violations = 0
detailroute.wirelength.met3_um = 73
inserted_diodes = 0
routed.top_layer = "met4"
post_drt_wl_per_cell_um = 8.425
drt_first_iter_violations = 6

[cells_and_area]
finalCoreUtilization_pct = 15.46
seqCellArea_um2 = 210.2
drive_above_1_share_pct = 12.20
logic_area_um2 = 123.9
area.growth.synth_to_final_pct = 36.57
num-fill-cells = 391

[floorplanning]
dieHeight_um = 80
chip_area_um2 = 6400
floorplan.core_area_um2 = 3416
ios = 17
placement_row_count = 21
die_width_um = 80
floorplanUtilization_pct = 11.32

[clock_network]
holdBufCountCts = 0
ctsHtreeMaxLevel = 1
clockBufferDepth = 2
clock_tree_from_tritoncts = "built"
clkTransAtPathRegs_ns = 0.05
cts_num_sinks = 7
cts_root_buffer = "sky130_fd_sc_hd__clkbuf_4"
post_cts.resized_instances = 0
cts_buffers = 3
post_cts_buffers = 0

[run]
warning_count = 25
timing.max_cap.violations = 0

[global_routing]
antenna_found_initial = 0
grt_max_degree = 10
grt_pass1_wl_um = 1090
grt_remaining_overflow = 0
number_of_global_route_vias_before_repair = 234
gr-usage-all-layers_pct = 2.175

[final_timing]
max_clock_freq_mhz = 728.2
timing.setup.tns_ns = 0
final-setup-viol-count = 0
final_hold_viol_count = 0
final_min_period_over_clock_period_pct = 80.78
post-route-min-period_ns = 1.373
rsz0062_at_grt = "no"
slew_viol_final = 0
fin_worst_hold_slack_ns = 0.8937

[power_and_ir_drop]
power.static_leakage_nw = 0.1761
power.density_nw_per_um2 = 790.9
vdd.ir_drop.worst_mv = 0.1335
total_power_uw = 417.6

[hold_path]
class_of_the_most_critical_hold_timing_path = "input pin to register"

[run_status]
status = "completed"

[placed_design]
finalWeightedCongestion = 0.6857
io_buffer_count = 11
[worst min path at each step]
stage,cells after the start,to,from
6_report,2,Tz[2]$_DFFE_PP_,count[0]
5_1_grt,2,Tz[0]$_DFFE_PP_,count[0]
4_1_cts,2,Tz[2]$_DFFE_PP_,count[0]
[sequential cells by signal, summed over array words and instances, names as in the netlist]
register / cells
Tx: 2
Ty: 3
Tz: 2
[cell families after synthesis]
kind of cell	count (synthesis)	synth area share, %
compound gates	5	6.471
xor+xnor	1	2.266
buf+inv	8	17.47
flops	7	54.37
other cells	1	0.9699
simple gates	8	18.44
[placed cells by master (no fill, tap or decap)]
cell | Yosys | routed
sky130_fd_sc_hd__nand2b_1 | 2 | 2
sky130_fd_sc_hd__clkbuf_1 | 0 | 1
sky130_fd_sc_hd__nor3_1 | 1 | 1
sky130_fd_sc_hd__o21ai_0 | 1 | 1
sky130_fd_sc_hd__xor2_1 | 1 | 1
sky130_fd_sc_hd__conb_1 | 1 | 5
sky130_fd_sc_hd__clkbuf_4 | 0 | 3
sky130_fd_sc_hd__nor2_1 | 1 | 1
sky130_fd_sc_hd__and4bb_2 | 1 | 1
sky130_fd_sc_hd__a21oi_1 | 4 | 4
sky130_fd_sc_hd__nor4b_4 | 1 | 1
sky130_fd_sc_hd__clkdlybuf4s50_1 | 0 | 11
sky130_fd_sc_hd__nor3b_1 | 1 | 1
sky130_fd_sc_hd__edfxtp_1 | 7 | 7
sky130_fd_sc_hd__or2_1 | 1 | 1
[where the power goes]
| group | total, mW | leakage (nW) | switching [mW] | internal, mW |
|---|---|---|---|---|
| Combinational | 0.0614 | 0.0950 | 0.0224 | 0.0390 |
| Sequential | 0.210 | 0.0661 | 0.00308 | 0.207 |
| Clock | 0.146 | 0.0150 | 0.0570 | 0.0893 |
[metrics by stage]
step	instance area [um^2]	std cells	setup WS, ns
3_5_place_dp	501.7	83	0.09104
2_1_floorplan	401.6	34	0.6354
4_1_cts	528.0	87	0.2955
5_1_grt	528.0	87	0.2642
6_report	528.0	87	0.3267
3_3_place_gp	501.7	83	0.1037
[final cells by class]
| cell class | instances | share of cell area, % |
|---|---|---|
| sequential | 7 | 39.81 |
| timing repair buffer | 11 | 20.85 |
| tap | 46 | 10.90 |
| clock buffer | 4 | 4.976 |
| multi-input combinational | 19 | 23.46 |
[layer usage]
metal	vias to the layer above	global-route usage, %
met5	-	0
met4	0	1.408
met3	2	1.364
met2	12	3.371
met1	99	2.120
li1	118	-
Power and IR drop assume default switching activity.
