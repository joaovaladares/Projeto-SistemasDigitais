[./config.mk]
export PLATFORM = sky130hd
export DESIGN_NAME = counter
export DESIGN_NICKNAME = counter
export VERILOG_FILES = /design/flow/design.v
export SDC_FILE = /design/flow/constraint.sdc
export NUM_CORES = 4
export LEC_CHECK = 1
export CORE_AREA = 10 10 70 70
export DIE_AREA = 0 0 80 80
[./constraint.sdc]
current_design counter

set clk_period 1.4
set clk_io_pct 0.2

create_clock -name clk0 -period $clk_period [get_ports {clock}]

set non_clock_inputs [all_inputs -no_clocks]
set_input_delay [expr $clk_period * $clk_io_pct] -clock clk0 $non_clock_inputs
set_output_delay [expr $clk_period * $clk_io_pct] -clock clk0 [all_outputs]
[./design.v]
module counter(clock, outCounter);
input wire clock;
output reg[3:0] outCounter;
parameter START = 4'b0000;
parameter END = 4'b0101;
always @(posedge clock) begin
	if(outCounter >= END)
		outCounter = START;
	else
		outCounter = (outCounter + 1);
end
endmodule
[./run.sh]
#!/bin/bash
# OpenROAD 26Q1-2900-gdf79404cd8, Yosys 0.63+post, stock flow scripts
make -C /OpenROAD-flow-scripts/flow DESIGN_CONFIG=/design/flow/config.mk WORK_HOME=/design/flow/orfs finish
==> results.txt <==
Post-Syn Instances: 18
Finished Layout Cells: 71
Slew HR: 0.8782
# Cells Yosys: 18
Top Layout Cells: clkdlybuf4s50_1, inv_1, ha_1, clkbuf_4
cycle use final: 0.9632
crit path from: outCounter[3]
Crit Reg-Reg Startpoint: outCounter[1]
status: finished clean
number of max-cap violations: 0
clock sinks: 4
die area: 0.006400 mm²
CTS Root Cell: clkbuf_4
layout cells sized above 1: 0.3600
clk latency late pin: 0.23 ns
Post-DRT Antenna Nets: 0
class of the worst hold path: flip-flop to flip-flop
worst-path cell chain: clkdlybuf4s50_1
Sum Neg Setup Slack: 0 ns
core footprint: 0.003416 mm²
WL/cell: 6.338 µm
Fmax: 0.7416 GHz
critical path class: flip-flop to primary output
Area Overhead vs Synth: 66.24%
diode count: 0
DR vias: 161
worst endpoint required time: 1.12 ns
Top delay family on crit path: buffers and inverters
Psw: 0.04330 mW
Pre-Repair DR Iteration Count: 4
adder-cell area share of the yosys netlist: 0.1911
XOR Share, Synth: 0
Vert. Die Dim: 80 µm
Worst setup EP type: primary output
sequential area share after synthesis: 0.4076
Main logic family: simple AND/OR/NAND/NOR gates
Flop pwr share: 0.444
Max clock buf depth: 2
Syn Area/Cell: 10.91 µm²
Tmin final: 1.348 ns
dpl cells: 68
Synthesized registers: 4
Slowest-stage cell, CP: clkdlybuf4s50_1
Hold Vio Cnt, Final: 0
CTS clk-pin slew, worst paths: 0.03 ns
Mapped Area: 196.4 µm²
Final Max Tran Viols: 0
largest net degree at the start of global routing: 7
highest-count logic cell in the final layout: clkdlybuf4s50_1
internal power: 0.2064 mW
Post-Synth AOI/OAI Area: 0.1019
drc violations: 0
setup violators final: 0
Crit Path Max Fanout: 5
WL final: 450 µm
GP Congestion: 0.7606
fp_density: 0.05751
CP bufs+invs: 1
H-tree depth: 1
Peak VDD IR: 0.1019 mV
overall routing resource usage: 0.01413
vias per cell: 2.268
clock power share: 0.556
Gate power share: 0
Critical Path Start Type: flip-flop
WP data arrival: 1.07 ns
OpenROAD warnings: 27
Simple Share, Synth: 0.2420
synthesis area per yosys: 196.4 µm²
P per Cell Area: 764.5 mW/mm²
Switching Fraction: 0.1734
TritonCTS clock tree: built
clock skew: 0.0003109 ns
port bufs: 4
hold path depth: 1
WHS Endpoint: outCounter[2]
initial antenna violation count: 0
GRT overflow: 0
hold_sp: outCounter[3]
Starting DRT DRC Count: 6
distinct cell type count after synthesis: 10
number of global-route vias before repair: 144
total CTS buffers: 3
worst r2r path cells: 4
row cnt: 21
global-route wire length before repair: 690 µm
end of the worst register-to-register path: outCounter[0]
Die Span X: 80 µm
reg2reg setup slack: 0.34 ns
Static Leakage: 0.1057 nW
Syn. warnings: 1
number of flip-flops under the largest register name: 4
Slew @ Worst Pin: 0.1816 ns
# IOs: 5
RSZ-0062 raised after global routing: false
Synth mux share: 0
Slowest Stage Delay on Critical Path: 0.48 ns
[power by group through the flow]
stage | Sequential [mW] | Clock (mW) | Combinational, mW
after CTS | 0.114 | 0.147 | 0.0000000571
after global routing | 0.111 | 0.154 | 0.0000000571
final | 0.111 | 0.139 | 0.0000000571
[layout make-up]
cell class                      count  area [µm²]
Fill cell                         403        3089
Multi-Input combinational cell     11       105.1
Sequential cell                     4       90.09
Tap cell                           46       57.56
Timing Repair Buffer                4       40.04
Clock buffer                        3       22.52
Inverter                            3       11.26
[cells in the mapped netlist]
cell | number | share of area
nand2_1 | 1 | 0.019
nand4bb_1 | 1 | 0.057
nand2b_4 | 1 | 0.070
ha_1 | 3 | 0.19
a21oi_1 | 1 | 0.025
nor4_2 | 1 | 0.064
nand2b_1 | 1 | 0.032
inv_1 | 3 | 0.057
a211oi_1 | 2 | 0.076
dfxtp_1 | 4 | 0.41
[cell families (layout without fill, tap and decap cells)]
family / count (synthesis) / in the layout
compound gates: 3 / 3
fa+ha+maj: 3 / 3
buf+inv: 3 / 10
flops: 4 / 4
simple gates: 5 / 5
[metrics by stage]
step / hold WS, ns / worst slack [ns] / power, mW / utilization / cell area (µm²)
after global routing: 0.4660 / 0.002803 / 0.2650 / 0.09560 / 326.6
final: 0.4415 / 0.05150 / 0.2497 / 0.09560 / 326.6
after global placement: 0.4919 / 0.1933 / 0.1163 / 0.08608 / 294.0
after floorplan: 0.4463 / 0.4250 / 0.1163 / - / 196.4
after detailed placement: 0.5035 / 0.1903 / 0.1163 / 0.08608 / 294.0
after CTS: 0.4578 / 0.01159 / 0.2617 / 0.09414 / 321.6
[how the worst max path moves through the flow]
stage              endpoint  slack, ns  cells after the start
global route  outCounter[2]      0.003                      1
finish        outCounter[3]       0.05                      1
CTS           outCounter[3]       0.01                      1
[metal layers]
layer | GRT usage | up-vias | wire length, µm
li1 | - | 76 | -
met1 | 0.01264 | 78 | 150
met2 | 0.02327 | 5 | 247
met3 | 0.006818 | 2 | 14
met4 | 0.01232 | 0 | 38
met5 | 0 | - | 0
[repair_timing]
item	4_1_cts	5_1_grt
hold buffers	0	0
pin swaps	0	0
setup endpoints to repair	4	2
gates resized	4	2
buffers inserted	0	0
No activity file was given, so power comes from the tool's default toggle rates.
