==> design/flow/design.v <==
module registradorX(clock, func, inX, outX);
input wire clock;
input wire [2:0] func;
input wire [3:0] inX;
output reg [3:0] outX;
parameter HOLD = 3'b000;
parameter LOAD = 3'b001;
parameter SHIFTR = 3'b010;
parameter SHIFTL = 3'b011;
parameter RESET = 3'b100;
always @(posedge clock)begin
	case(func)
		HOLD:
			outX <= outX;
		LOAD:
			outX <= inX;
		SHIFTR:
			outX <= outX >> 1;
		SHIFTL:
			outX <= outX << 1;
		RESET:
			outX <= 4'b0000;
	endcase
end
endmodule
==> design/flow/run.sh <==
#!/bin/bash
# OpenROAD 26Q1-2900-gdf79404cd8, Yosys 0.63+post, stock flow scripts
make -C /OpenROAD-flow-scripts/flow DESIGN_CONFIG=/design/flow/config.mk WORK_HOME=/design/flow/orfs finish
==> design/flow/config.mk <==
export PLATFORM = sky130hd
export DESIGN_NAME = registradorX
export DESIGN_NICKNAME = registradorX
export VERILOG_FILES = /design/flow/design.v
export SDC_FILE = /design/flow/constraint.sdc
export NUM_CORES = 4
export LEC_CHECK = 1
export CORE_AREA = 10 10 70 70
export DIE_AREA = 0 0 80 80
==> design/flow/constraint.sdc <==
current_design registradorX

set clk_period 2.3
set clk_io_pct 0.2

create_clock -name clk0 -period $clk_period [get_ports {clock}]

set non_clock_inputs [all_inputs -no_clocks]
set_input_delay [expr $clk_period * $clk_io_pct] -clock clk0 $non_clock_inputs
set_output_delay [expr $clk_period * $clk_io_pct] -clock clk0 [all_outputs]
==> flow_metrics.tcl <==
# metrics dict for downstream scripts
set metrics [dict create \
    inserted_diodes 0 \
    wl_um 784 \
    pwr_density_cell_nw_per_um2 536 \
    post_synth_xor_area_fraction 0.0343 \
    cap_violations 0 \
    timing.critical_path.cells "clkdlybuf4s50_1 -> nor2_1 -> xnor2_1" \
    largest_reg_flops 4 \
    area_of_all_placed_cells_without_fillers_sq_um 440 \
    area_growth_pct 72.5 \
    run_status "completed" \
    fin_worst_skew_ps 0.864 \
    critical_path.startpoint_type "input port" \
    ioPinCount 12 \
    floorplan.die_area_sq_um 6400 \
    final_min_period_over_clock_period 0.713 \
    largest_registers "outX x4" \
    synth-simple-area-share 0.255 \
    detail-route-antenna-nets 0 \
    dr.first_iter.drc_count 30 \
    finalMaxSlewViolations 0 \
    number_of_buffers_inserted_for_hold_repair_after_clock_tree_synthesis 0 \
    synth_adder_area_share 0 \
    wire_length_of_the_first_global_routing_pass_um 1240 \
    placed_cell_area_sq_um 418 \
    worstPathArrival_ps 1530 \
    cts_resized 0 \
    synth.cellmix.compoundShare 0.142 \
    drive_gt1_frac 0.103 \
    pin_count_of_the_biggest_net_entering_global_routing 9 \
    drt-wirelength-per-cell_um 9.22 \
    worst_pin_slew_ps 393 \
    synth.avg_cell_area_sq_um 9.82 \
    top_cells_by_area "sky130_fd_sc_hd__edfxtp_1 (47%), sky130_fd_sc_hd__mux2i_1 (7.8%), sky130_fd_sc_hd__a21oi_1 (5.9%), sky130_fd_sc_hd__nand3_1 (5.9%), sky130_fd_sc_hd__a22oi_1 (5.9%)" \
    timing.fmax_mhz 610 \
    grt_pass1_vias 258 \
    fraction_of_the_yosys_area_taken_by_sequential_cells 0.471 \
    critical_path_peak_fanout 8 \
    post_synth_inst_count 26 \
    cp_slowest_cell "sky130_fd_sc_hd__clkdlybuf4s50_1" \
    finalSetupViolations 0 \
    starting_density_of_the_core 0.0747 \
    tritoncts.num_buffers 3 \
    tool_warnings 25 \
    min-delay-path-class "register to register" \
    crit_family "buffers and inverters" \
    largest_register "outX" \
    cp.buffers_inverters 1 \
    power.static_leakage_nw 0.151 \
    cts_htree_levels 1 \
    yosys.area.top_type "sky130_fd_sc_hd__edfxtp_1" \
    yosys-dominant-comb-family "simple AND/OR/NAND/NOR gates" \
    dieHeight_um 80 \
    post-synth-top-area-fraction 0.471 \
    post-cts-setup-buffer-count 0 \
    die.size.x_um 80 \
    dr_total_vias 260 \
    synth.yosys.chip_area_sq_um 255 \
    place.port_buffers 11 \
    grt.overflow.total 0 \
    core.rowCount 21 \
    numClockSinks 4 \
    antenna_violations_before_repair 0 \
    crit_type "input port to register" \
    mux_area_frac 0.0784 \
    netlist_area_sq_um 255 \
    ys_seq_elements 4 \
    period_needed_ps 1640 \
    critical_path_required_ps 2190 \
    max-vdd-ir-drop_uv 97.6 \
    worst_skew_pair.late_latency_ps 230 \
    total_routing_usage_gr 0.0235 \
    post_synth_num_cell_types 13 \
    cts_tree "built" \
    slew_headroom 0.736 \
    cp_slowest_stage_delay_ps 620 \
    viasPerCell 3.06 \
    core_region_area_sq_um 3420 \
    place_hpwl_um 626 \
    rsz0062_at_grt "false" \
    total_negative_setup_slacks_ps 0 \
    cts_clock_pin_slew_for_the_worst_setup_and_hold_paths_ps 40 \
    drt-pass1-iter-count 4 \
    yosysWarnings 1 \
    report.final.hold_viol_count 0 \
    clockBufferDepth 2 \
    gp_congestion 0.818 \
    yosysCellCount 26 \
    drc_errors 0 \
    library_cell_used_as_clock_root_buffer "sky130_fd_sc_hd__clkbuf_4" \
    sort_of_element_at_the_end_of_the_critical_path "register" \
]
kinds of logic (layout without fill, tap and decap cells):
family / count (synthesis) / in the layout
AND-OR/OR-AND: 6 / 6
XOR/XNOR: 1 / 1
buffers and inverters: 1 / 14
flip-flops: 4 / 4
multiplexers: 2 / 2
AND/OR/NAND/NOR: 12 / 12
stage by stage:
step | hold WS [ps] | worst slack, ps | power, mW | cells | utilization
detailed placement | 655 | 409 | 0.152 | 82 | 0.122
CTS | 665 | 651 | 0.240 | 85 | 0.129
floorplan | 563 | 1010 | 0.116 | 26 | -
global route | 686 | 590 | 0.253 | 85 | 0.129
finish | 651 | 661 | 0.236 | 85 | 0.129
global placement | 653 | 445 | 0.151 | 82 | 0.122
path summary, 6_finish.rpt:
path                              start  endpoint  slack (ps)  cells past startpoint
worst max-delay path            func[1]   outX[3]         660                      3
worst min-delay path            outX[2]   outX[3]         650                      2
worst max register to register  outX[2]   outX[1]        1370                      2
worst min register to register  outX[2]   outX[3]         650                      2
cell usage in the layout, fill, tap and decap left out, drive strengths merged:
cell type,instances
nor2b,1
a22oi,2
nand3,3
edfxtp,4
xnor2,1
mux2i,2
a21oi,3
nand2,4
clkdlybuf4s50,11
clkbuf,3
nand2b,1
nand3b,1
a31oi,1
nor2,2
synthesized netlist by cell type:
cell type / count
sky130_fd_sc_hd__nand2_1: 4
sky130_fd_sc_hd__edfxtp_1: 4
sky130_fd_sc_hd__clkbuf_2: 1
sky130_fd_sc_hd__nor2b_4: 1
sky130_fd_sc_hd__nand3b_1: 1
sky130_fd_sc_hd__xnor2_1: 1
sky130_fd_sc_hd__mux2i_1: 2
sky130_fd_sc_hd__a31oi_1: 1
sky130_fd_sc_hd__a21oi_1: 3
sky130_fd_sc_hd__a22oi_1: 2
sky130_fd_sc_hd__nand3_1: 3
sky130_fd_sc_hd__nand2b_1: 1
sky130_fd_sc_hd__nor2_1: 2
worst min-delay path: stages (launching register included):
cell and delay [ps]:
sky130_fd_sc_hd__edfxtp_1 360, sky130_fd_sc_hd__nand3_1 100, sky130_fd_sc_hd__nand3_1 90
power by group:
group	leakage, nW	internal [mW]	total, mW	switching [mW]
registers	0.0392	0.0916	0.0959	0.00430
clock network	0.0138	0.0583	0.0857	0.0274
logic	0.0981	0.0334	0.0544	0.0211
cell type report:
class	instances	area [sq um]
well taps	46	57.6
multi-input cells	21	130
repair buffers	11	110
fillers	389	2980
flip-flops and latches	4	120
clock buffers	3	22.5
layer usage:
layer / wire length, um / up-vias / global-route usage
met1: 250 / 114 / 0.0242
met4: 27 / 0 / 0.0123
met2: 409 / 22 / 0.0409
met5: 0 / - / 0
li1: - / 122 / -
met3: 97 / 2 / 0.00795
No activity file was given, so power comes from the tool's default toggle rates.
